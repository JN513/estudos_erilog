==> ./design.v <==
module Converter (
    input wire clk,
    input wire reset,
    input wire start,
    input wire [15:0] number,
    output wire [19:0] bcd_number
);
localparam IDLE = 2'b00;
localparam RUN  = 2'b01;
localparam SUM  = 2'b10;
reg [1:0] state;
reg [3:0] bcd_number_1, bcd_number_2, bcd_number_3, bcd_number_4, bcd_number_5;
reg [19:0] input_number;
wire zero = ~( |input_number );
initial begin
    bcd_number_1 = 4'h0;
    bcd_number_2 = 4'h0;
    bcd_number_3 = 4'h0;
    bcd_number_4 = 4'h0;
    bcd_number_5 = 4'h0;
    state = IDLE;
end
always @(posedge clk ) begin
    if(reset == 1'b1) begin
        bcd_number_1 <= 4'h0;
        bcd_number_2 <= 4'h0;
        bcd_number_3 <= 4'h0;
        bcd_number_4 <= 4'h0;
        bcd_number_5 <= 4'h0;
        state <= IDLE;
        input_number <= 20'h00000;
    end else begin
        case (state)
            IDLE: begin
                if(start == 1'b1) begin
                    state <= RUN;
                    bcd_number_1 <= 4'h0;
                    bcd_number_2 <= 4'h0;
                    bcd_number_3 <= 4'h0;
                    bcd_number_4 <= 4'h0;
                    bcd_number_5 <= 4'h0;
                    input_number <= number;
                end
                else state <= IDLE;
            end
            RUN: begin
                if(zero == 1'b0) begin
                    bcd_number_1 <= {bcd_number_1[2:0], input_number[19]};
                    bcd_number_2 <= {bcd_number_2[2:0], bcd_number_1[3]};
                    bcd_number_3 <= {bcd_number_3[2:0], bcd_number_2[3]};
                    bcd_number_4 <= {bcd_number_4[2:0], bcd_number_3[3]};
                    bcd_number_5 <= {bcd_number_5[2:0], bcd_number_4[3]};
                    input_number <= {input_number[18:0], 1'b0};
                    state <= SUM;
                end else begin
                    state <= IDLE;
                end
            end
            SUM: begin
                if(zero == 1'b0) begin
                    if(bcd_number_1 > 'd4)
                        bcd_number_1 <= bcd_number_1 + 'd3;
                    if(bcd_number_2 > 'd4)
                        bcd_number_2 <= bcd_number_2 + 'd3;
                    if(bcd_number_3 > 'd4)
                        bcd_number_3 <= bcd_number_3 + 'd3;
                    if(bcd_number_4 > 'd4)
                        bcd_number_4 <= bcd_number_4 + 'd3;
                    if(bcd_number_5 > 'd4)
                        bcd_number_5 <= bcd_number_5 + 'd3;
                    state <= RUN;
                end else begin
                    state <= IDLE;
                end
            end
            default: state <= IDLE;
        endcase
    end
end
assign bcd_number = {bcd_number_5, bcd_number_4, bcd_number_3, bcd_number_2, bcd_number_1};
endmodule
==> ./run.sh <==
#!/bin/bash
# OpenROAD 26Q1-2900-gdf79404cd8, Yosys 0.63+post, stock flow scripts
make -C /OpenROAD-flow-scripts/flow DESIGN_CONFIG=/design/flow/config.mk WORK_HOME=/design/flow/orfs finish
==> ./config.mk <==
export PLATFORM = sky130hd
export DESIGN_NAME = Converter
export DESIGN_NICKNAME = Converter
export VERILOG_FILES = /design/flow/design.v
export SDC_FILE = /design/flow/constraint.sdc
export NUM_CORES = 4
export LEC_CHECK = 1
export CORE_UTILIZATION = 50
==> ./constraint.sdc <==
current_design Converter

set clk_period 5.8
set clk_io_pct 0.2

create_clock -name clk0 -period $clk_period [get_ports {clk}]

set non_clock_inputs [all_inputs -no_clocks]
set_input_delay [expr $clk_period * $clk_io_pct] -clock clk0 $non_clock_inputs
set_output_delay [expr $clk_period * $clk_io_pct] -clock clk0 [all_outputs]
==> ds_physical_params.txt <==
Summary of implementation characteristics

Parameter                              Value

Logic synthesis
  Simple Share, Synth .................. about 14%
  Mux share .................. 5.94%
  Post-synth top area share .................. 33.3%
  Unique cell type count in the Yosys netlist .................. 43
  Number of flops mapped to enable cells by yosys .................. 0
  Total cell area reported by yosys after synthesis .................. 2530 um^2
  Share of synthesized cell area in full adder, half adder and majority cells .................. 6.93%
  Cell type with the largest total area .................. dfxtp_1
  Mean cell area of the mapped netlist .................. 9.25 um^2
  Total cells reported by yosys after synthesis .................. 273
  Sequential-to-total area share from yosys stat .................. 33.3%
  Fraction of registers with async set or reset after synthesis .................. 0%
  Number of warnings reported in the yosys synthesis log .................. 1
  Synthesized-area fraction occupied by xor and xnor cells .................. about 3.5%
  Post-synthesis instance area .................. 2530 um^2
  Synthesized instance count .................. 273
  Synth logic family .................. AND-OR/OR-AND gates
  Top cells by area, synth .................. dfxtp_1, ha_1, a211oi_1
  Synth Register Bits .................. about 42
  Most frequently used flop master after synthesis .................. dfxtp_1
  Share of synthesized cell area in and-or and or-and compound cells .................. 30.8%

Global routing
  Antenna violations before repair .................. 0
  Largest net degree at the start of global routing .................. 41
  Via count of the first global-routing pass .................. 1980
  Overall track demand over capacity in global routing .................. 22.3%
  First-pass GRT wire length .................. between 9 and 10 mm
  Leftover overflow at the end of global routing .................. 0

Routing
  Length of the first detailed-routing pass in iterations .................. 4
  Average detailed-routed wire length per instance .................. 15.0 um
  Post-DR vias/cell .................. 5.80
  Via total after detailed routing .................. 2156
  Number of nets with antenna violations after routing .................. 0
  Top routing layer used .................. met4
  Number of DRC violations after detailed routing .................. 0
  Antenna diode count .................. 0
  Routed metal-1 wire length .................. 2.60 mm
  1st-iter DRT viols .................. 96
  Total wire length .................. around 5.6 mm
  Sum of met3 wire segment lengths after detailed routing .................. 250 um
  Metal2 WL .................. 2.65 mm

Place
  Placed cell areas .................. 2950 um^2
  Sum of net half-perimeters after detailed placement .................. 3.76 mm
  Final Wtd Congestion .................. 0.818
  Port bufs .................. 38

Die
  Fp_density .................. 52.8%
  Total core area .................. between 4000 and 5000 um^2
  Number of standard-cell rows in the floorplan .................. 25
  Horiz. Die Dim .................. 73.1 um
  I/O pin count .................. 39
  Overall die height .................. 73.1 um
  Chip area .................. 5340 um^2

Final timing
  Final worst path period need .................. between 2000 and 3000 ps
  Endpoints failing setup .................. 0
  Fmax achieved .................. 338 MHz
  Worst Max-Slew Pin Slew .................. about 740 ps
  Final cycle utilization of the critical path .................. 51.0%
  Final Hold Viols .................. 0
  Largest clock skew in the final design .................. 3.26 ps
  Total negative slack .................. 0 ps
  RSZ-0062 raised after global routing .................. no
  Rel. slew slack .................. about half
  Pins Over Slew Limit .................. 0

Clock tree
  Source-to-sink clock delay at the later pin of the worst-skew pair .................. 290 ps
  H-tree depth reported by CTS .................. 2
  Post CTS Setup Buffer Count .................. 0
  CTS-repair resized insts .................. 0
  Clock buffer count from CTS .................. 5
  Clock tree from TritonCTS .................. done
  Clock Sinks .................. about 42
  Hold-fix buffers, CTS .................. 0
  Clock Tree Buf Depth .................. 2
  Root Driver .................. clkbuf_8
  Clock transition at the registers of the reported paths .................. 80 ps

Layout
  Layout Area Growth over Synthesis .................. 21.0%
  Most used cells in the layout excluding fill and tap cells .................. dfxtp_1, clkdlybuf4s50_1, a211oi_1
  Total of fill cells in the finished design .................. 405
  Fraction of layout cells with a size suffix above 1 .................. around a tenth
  Most used logic cell in the final layout .................. dfxtp_1
  Final cell area excluding filler cells .................. 3060 um^2

Setup path
  Worst reg2reg path startpoint .................. input_number[0]
  Data arrival time of the worst path .................. about 3100 ps
  CP Max Fanout .................. 29
  Critical path class .................. in -> reg
  Critical path endpoint category .................. register
  Data required, critical path .................. 5980 ps
  Worst setup path start .................. reset
  Crit start category .................. input port

Worst hold path
  Kind of path behind the tightest hold check .................. reg -> reg
  Hold wc startpoint .................. input_number[16]

Run
  OpenROAD warning count .................. 34
  Maximum Capacitance Violations .................. 0

Power and ir drop
  Largest voltage drop on the vdd net .................. between 0.00015 and 0.0002 V
  Pleak .................. between 0.9 and 1 nW
  Power per cell area .................. between 200 and 250 nW/um^2

Run status
  Run status .................. finished, final reports clean
cells in the mapped netlist, drive strengths merged, types with 2 or more instances:
master,instances
a211o,4
a211oi,23
a21oi,10
a22oi,16
a31o,7
buf,5
clkbuf,14
dfxtp,42
ha,14
inv,15
mux2i,15
nand2,4
nand2b,7
nand3,10
nand4,5
nor2,22
nor2b,6
nor3,2
nor4,3
o211ai,4
o21ai,8
o221a,4
o221ai,5
o22ai,4
o31ai,7
or4,2
xnor2,10
flip-flops by register name, summed over array words and instances, names as in the netlist:
signal,cells
bcd_number_3,4
bcd_number_4,4
state,2
bcd_number_2,4
bcd_number_1,4
input_number,20
bcd_number_5,4
critical path, stage by stage:
cell             delay [ps]
clkdlybuf4s50_1         450
buf_4                   310
inv_1                   330
nand2_1                 560
nor2_1                  110
a32o_1                  210
cell type report:
class	count	area (um^2)	share of cell area [%]
Clock buffer	7	76.3	2.50
Clock inverter	1	30.0	0.982
Inverter	15	56.3	1.84
Multi-Input combinational cell	197	1550	50.8
Sequential cell	42	841	27.5
Tap cell	67	83.8	2.74
Timing Repair Buffer	43	418	13.7
per-layer routing:
| metal | vias to the layer above | global-route usage, % |
|---|---|---|
| met5 | - | 0 |
| met4 | 0 | 3.92 |
| met3 | 6 | 3.22 |
| met2 | 56 | 36.4 |
| met1 | 999 | 32.4 |
| li1 | 1095 | - |
power breakdown:
part	switching [mW]	internal, mW	total [mW]
sequential	0.0148	0.306	0.321
combinational	0.0993	0.0612	0.161
clock	0.0970	0.129	0.226
total	0.211	0.497	0.708
cell families after synthesis:
group / count (synthesis)
adders and majority gates: 14
xor gates and xnor gates: 10
muxes: 15
buffers and inverters: 34
DFF: 42
and+or+nand+nor: 63
AOI/OAI and AO/OA: 95
worst paths after layout:
check	to	slack [ps]	cells past startpoint
setup / recovery	bcd_number_3[3]	2840	6
hold / removal	input_number[16]	490	2
setup reg to reg	bcd_number_4[0]	3470	5
hold reg to reg	input_number[16]	490	2
per-stage QoR:
stage / util [%] / total power, mW / std cells / worst slack (ps) / hold WS, ps
floorplan: - / 0.448 / 273 / 3370 / 459
global placement: 61.6 / 0.487 / 364 / 2590 / 474
detailed placement: 61.6 / 0.487 / 364 / 2580 / 480
CTS: 63.9 / 0.714 / 372 / 2900 / 493
global route: 63.9 / 0.747 / 372 / 2680 / 516
finish: 63.9 / 0.708 / 372 / 2840 / 494
Power figures rest on the tool's default switching activity, not on a simulated workload.
