--- design.v ---
module Alu (
    input wire [3:0] operation,
    input wire [31:0] ALU_in_X,
    input wire [31:0] ALU_in_Y,
    output reg [31:0] ALU_out_S,
    output wire ZR
);
localparam AND           = 4'b0000;
localparam OR            = 4'b0001;
localparam SUM           = 4'b0010;
localparam SUB           = 4'b0110;
assign ZR = ~( |ALU_out_S );
always @(*) begin
    case(operation)
        AND:  
            ALU_out_S = ALU_in_X & ALU_in_Y ; 
        OR:  
            ALU_out_S = ALU_in_X | ALU_in_Y ;
        SUM:  
            ALU_out_S = ALU_in_X + ALU_in_Y;
        SUB:  
            ALU_out_S = ALU_in_X - ALU_in_Y;
        default: ALU_out_S = ALU_in_X ;  
    endcase
end
endmodule
--- run.sh ---
#!/bin/bash
# OpenROAD 26Q1-2900-gdf79404cd8, Yosys 0.63+post, stock flow scripts
make -C /OpenROAD-flow-scripts/flow DESIGN_CONFIG=/design/flow/config.mk WORK_HOME=/design/flow/orfs finish
--- config.mk ---
export PLATFORM = sky130hd
export DESIGN_NAME = Alu
export DESIGN_NICKNAME = Alu
export VERILOG_FILES = /design/flow/design.v
export SDC_FILE = /design/flow/constraint.sdc
export NUM_CORES = 4
export LEC_CHECK = 1
export CORE_UTILIZATION = 50
--- constraint.sdc ---
current_design Alu

set clk_period 20.1
set clk_io_pct 0.2

create_clock -name clk0 -period $clk_period

set non_clock_inputs [all_inputs -no_clocks]
set_input_delay [expr $clk_period * $clk_io_pct] -clock clk0 $non_clock_inputs
set_output_delay [expr $clk_period * $clk_io_pct] -clock clk0 [all_outputs]
==> results.json <==
{
  "max_clock_freq_ghz": 0.0705,
  "start_kind": "primary input",
  "crit_start": "operation[1]",
  "viasPerCell": 6.29,
  "drt-initial-drc-count": 384,
  "yosysWarningCount": 1,
  "dp_slack_ns": 5.96,
  "die_h_um": 86.5,
  "tool_warnings": 35,
  "finalWirelength_um": 12500,
  "flop_area_um2": 0,
  "drc": 0,
  "synthesis.area_um2": 3570,
  "yosys-stat-cells": 526,
  "top_area_cell": "ha_1",
  "track_usage_pct": 34.2,
  "cp.arrival_ns": 10.17,
  "layout.cells.non_filler": 699,
  "final_hold_viol_count": 0,
  "status": "finished clean",
  "wl_met3_um": 1170,
  "die_w_um": 86.5,
  "grt_overflow_total": 0,
  "finalSetupViolCount": 0,
  "grt_pass1_vias": 3970,
  "syn_inst": 526,
  "wl_per_cell_um": 17.9,
  "max-cap-violations": 0,
  "antenna_found_initial": 0,
  "peakVddDrop_v": 0.0000172,
  "p_leak_nw": 1.79,
  "setup_tns_ns": 0,
  "fp_util_pct": 52.3,
  "topCellsByArea": "ha_1 (12%), maj3_1 (6.4%), xnor2_1 (6.4%)",
  "cp.required_ns": 16.08,
  "numPortBuffers": 101,
  "die-area_um2": 7490,
  "syn_to_final_growth_pct": 29.4,
  "worstMarginPinSlew_ns": 0.797,
  "rows": 30,
  "syn-mean-instance-area_um2": 6.79,
  "place_inst": 699,
  "grt_max_degree": 33,
  "min_period_over_period_pct": 70.6,
  "top_layer": "met4",
  "rsz0062_at_grt": "false",
  "pin_count": 101,
  "vias": 4400,
  "drt_first_pass_iters": 5,
  "wl_met2_um": 5640,
  "ant_nets": 0,
  "slew_headroom_pct": 46.7,
  "yosys.area.top_type_share_pct": 11.9,
  "finalWorstSetupSlack_ns": 5.91,
  "ctsResizeCount": 0,
  "ys_area_um2": 3570,
  "finalMaxSlewViolations": 0,
  "gp_congestion": 0.979,
  "crit_path_end": "ZR",
  "min_period_ns": 14.19,
  "postCtsHoldBufs": 0,
  "min_path_type": "in2out",
  "crit_fanout": 24,
  "grt_pass1_wl_um": 20100,
  "synth_seq_share_pct": 0,
  "endpoint_kind": "primary output",
  "crit_type": "in2out",
  "antenna-diode-count": 0,
  "powerDensity_nw_per_um2": 31.0,
  "postCtsSetupBuffers": 0,
  "core_area_um2": 6830,
  "hpwl_um": 9880,
  "met1_length_um": 5620,
  "nClkBuffers": 0,
  "flops": 0,
  "ys_types": 67,
  "drive_gt1_share_pct": 3.15
}
==> worst max-delay path: stages <==
cell	delay, ns
clkdlybuf4s50_1	0.70
nor3b_4	0.26
nand2_1	0.51
nand2_1	0.21
o21ai_0	0.16
fa_1	0.48
nand2b_1	0.20
a211oi_2	0.35
o21ai_0	0.27
o211ai_1	0.23
o311ai_1	0.17
or4_1	0.53
or3_1	0.32
or4_1	0.43
or4_1	0.55
nor4_2	0.27
clkdlybuf4s50_1	0.50
==> how the worst min path moves through the flow <==
stage              end   startpoint  depth (start not counted)  slack (ns)
4_1_cts   ALU_out_S[3]  ALU_in_X[3]                          4        9.15
5_1_grt   ALU_out_S[4]  ALU_in_X[4]                          4        9.21
6_report  ALU_out_S[3]  ALU_in_X[3]                          4        9.14
==> synthesized netlist by cell type (6+ instances only) <==
master and number:
nor2_1 43, nand2_1 42, o21ai_0 41, a21oi_1 40, ha_1 34, xnor2_1 26
xor2_1 25, maj3_1 23, clkbuf_1 21, inv_1 16, a21o_1 15, a22oi_1 15
o31ai_1 14, nand4_1 13, nand2b_1 11, nor3_1 11, o21a_1 9, nand3_1 8
or4_1 8, buf_2 7, or3_1 7, a221oi_1 6, a31oi_1 6, o211ai_1 6
==> logic make-up after synthesis <==
| family | synth area share [%] |
|---|---|
| adders and majority gates | 18.9 |
| muxes | 1.40 |
| AOI/OAI and AO/OA | 37.1 |
| buffers and inverters | 5.18 |
| xor gates and xnor gates | 12.5 |
| and+or+nand+nor | 24.9 |
==> layout make-up <==
class / instances / area [um2]
tap: 96 / 120
multi-input combinational: 480 / 3390
inverter: 16 / 60.1
fill: 611 / 2210
timing repair buffer: 107 / 1060
==> cell usage in the layout, fill, tap and decap left out, types with 13 or more instances in the layout <==
| cell type | Yosys | final |
|---|---|---|
| a21o_1 | 15 | 15 |
| a21oi_1 | 40 | 40 |
| a22oi_1 | 15 | 15 |
| clkdlybuf4s50_1 | 0 | 101 |
| ha_1 | 34 | 34 |
| inv_1 | 16 | 16 |
| maj3_1 | 23 | 23 |
| nand2_1 | 42 | 42 |
| nand4_1 | 13 | 13 |
| nor2_1 | 43 | 43 |
| o21ai_0 | 41 | 41 |
| o31ai_1 | 14 | 14 |
| xnor2_1 | 26 | 26 |
| xor2_1 | 25 | 25 |
==> metrics by stage <==
stage	util [%]	hold WS [ns]	power, W	area [um2]
2_1_floorplan	-	8.13	0.0000864	3570
3_3_place_gp	67.7	9.14	0.000140	4620
3_5_place_dp	67.7	9.13	0.000140	4620
4_1_cts	67.7	9.15	0.000141	4620
5_1_grt	67.7	9.21	0.000157	4620
6_report	67.7	9.14	0.000144	4620
==> layer usage <==
layer | global-route usage [%] | up-vias
li1 | - | 2169
met2 | 55.1 | 222
met5 | 0 | -
met3 | 4.25 | 8
met4 | 4.70 | 0
met1 | 50.2 | 2001
==> report_power, final <==
group / leakage, nW / total (W) / switching [W] / internal (W)
sequential: 0 / 0 / 0 / 0
clock: 0 / 0 / 0 / 0
combinational: 1.79 / 0.000144 / 0.0000753 / 0.0000682
total: 1.79 / 0.000144 / 0.0000753 / 0.0000682
Power figures rest on the tool's default switching activity, not on a simulated workload.
