<file path="flow/run.sh">
#!/bin/bash
# OpenROAD 26Q1-2900-gdf79404cd8, Yosys 0.63+post, stock flow scripts
make -C /OpenROAD-flow-scripts/flow DESIGN_CONFIG=/design/flow/config.mk WORK_HOME=/design/flow/orfs finish
</file>
<file path="flow/config.mk">
export PLATFORM = sky130hd
export DESIGN_NAME = spi_slave
export DESIGN_NICKNAME = spi_slave
export VERILOG_FILES = /design/flow/design.v
export SDC_FILE = /design/flow/constraint.sdc
export NUM_CORES = 4
export LEC_CHECK = 1
export CORE_AREA = 10 10 101 101
export DIE_AREA = 0 0 111 111
</file>
<file path="flow/constraint.sdc">
current_design spi_slave

set clk_period 3.3
set clk_io_pct 0.2

create_clock -name clk0 -period $clk_period [get_ports {clk}]
create_clock -name clk1 -period $clk_period [get_ports {spi_clk}]

set non_clock_inputs [all_inputs -no_clocks]
set_input_delay [expr $clk_period * $clk_io_pct] -clock clk0 $non_clock_inputs
set_output_delay [expr $clk_period * $clk_io_pct] -clock clk0 [all_outputs]
</file>
<file path="flow/design.v">
module spi_slave (
    input clk,
    input reset,
    output [7:0] rx_data,
    input [7:0] tx_data,
    input spi_clk,
    output miso,
    input mosi,
    input cs,
    output rx_done,
    output tx_done
);
reg rx_done_r, tx_done_r, miso_r, autoreset;
reg[3:0] cont, cont_tx, cont_sclk;
reg [7:0]rx_data_r, tx_data_r;
assign rx_done = rx_done_r;
assign tx_done = tx_done_r;
assign miso = miso_r;
initial begin
    cont = 0;
    rx_data_r = 8'b0;
    rx_done_r = 1'b1;
    tx_done_r = 1'b1;
    miso_r = 0;
    cont_tx = 0;
    tx_data_r = 0;
    cont_sclk = 0;
    autoreset = 0;
end
always @(posedge spi_clk ) begin
    if(~reset) begin  
        cont <= 0;
        rx_data_r <= 8'b0;
    end else if(~cs) begin
        if(cont == 0)begin
            rx_done_r <= 0;
            rx_data_r <= {rx_data_r[6:0], mosi};
            cont <= cont + 1;
        end else if(cont < 8) begin 
            rx_data_r <= {rx_data_r[6:0], mosi};
            cont <= cont + 1;
            if(cont == 7) begin
                rx_done_r <= 1;
            end
        end else begin
            cont <= 0;
        end
    end
end
always @(negedge spi_clk ) begin
    if(cont == 8) begin 
        cont_sclk <= 0;
    end
    else begin
        cont_sclk = cont_sclk + 1;
    end
end
always @(posedge clk ) begin
    if(~reset) begin  
        cont_tx <= 0;
        miso_r <= 0;
    end else if(~cs) begin
        if(cont_tx == 0) begin  
            tx_data_r = tx_data;
            tx_done_r <= 0;
        end
        if(cont_tx < 8) begin  
            miso_r <= tx_data_r[7];
            if(cont_tx < cont_sclk ) begin
                tx_data_r <= {tx_data_r[6:0], 1'b0};
                cont_tx <= cont_tx + 1;
            end
        end else begin
            tx_done_r <= 1;
            cont_tx <= 0;
            miso_r <= 0;
        end
    end else begin
        miso_r <= 0;
        tx_done_r <= 1;
        if(cont_sclk == 0) begin
            cont_tx <= 0;
        end
    end
end
assign rx_data = rx_data_r;
endmodule
</file>
==> Slide: Implementation Results <==
Key Metrics from the Run

Run status
  • Status: completed

Synthesis
  • Async SR Flop Fraction: 0%
  • Post-synth EDFFs: 10
  • Yosys top cell area share: 27.70%
  • Flops after synth: 31
  • Mapped Area: approximately 1500 sq um
  • Avg Cell Area, Syn: a little under 10 sq um
  • Cell type with the largest total area: dfxtp_1
  • Distinct lib cells: 39
  • Synth Instances: 158
  • Chip area in the Yosys report: about 1500 sq um
  • Synth Seq Share: 47.49%
  • # Cells Yosys: 158
  • Top post-synthesis cells by count: dfxtp_1, nand2_1, a21oi_1, mux2i_1
  • Top cells by area: dfxtp_1, edfxtp_1, mux2i_1
  • Most used DFF post-synth: dfxtp_1
  • Ys Warns: 1

Floorplanning
  • Chip width: 111 um
  • # IOs: 24
  • Pre-Place Util: a little under a fifth
  • Std cell rows: 33
  • Full die area: 12320 sq um
  • Chip height: 111 um
  • Core Region: between 8000 and 9000 sq um

Global route
  • Vias in the first global route: 1091
  • Total grt overflow: 0
  • First-pass GRT wire length: ~5.3 mm
  • Initial antenna violation count: 0
  • GRT Util Overall: between 4 and 5%
  • Largest net degree at the start of global routing: 17

Job
  • Log Warnings: 35
  • Max-Cap Viols: 0

Placed design
  • RD Place Congestion: about 0.78
  • I/O Buffers: 22
  • Hpwl dp: 2.335 mm
  • DP Area: 1932 sq um

Power
  • P_leak: 0.0008191 uW
  • Worst IR Drop VDD: 0.2972 mV
  • Pwr/cell area: 499.0 nW/um^2

Critical path
  • Setup CP Type: flip-flop to flip-flop
  • CP Cell Sequence: inv_2 > ha_4 > o211ai_1 > buf_4 > o21ai_4 > or4_1 > nand3_1
  • Worst setup EP type: flip-flop
  • Flop2flop setup slack: about 0.033 ns
  • Worst Path Arrival: 3.45 ns
  • Crit-path slowest cell: or4_1
  • Worst Path Required: about 3.5 ns
  • Critical path fanouts, max: 2
  • Critical Path Start: cont_sclk[1]
  • R2r startpoint: cont_sclk[1]
  • Critical Path Max Stage Delay: 0.46 ns
  • Startpoint types: flip-flop

Final timing
  • Max_slew headroom: between 50% and 60%
  • Final Setup Violations: 0
  • Worst slew pin tran: 0.6057 ns
  • Setup tns final: 0 ns
  • Endpoints failing hold: 0
  • Clock skew: 0.06154 ns
  • RSZ-0062 raised after global routing: true
  • Max Slew Vio Count: 0

Cells and area
  • Fraction of layout cells with a size suffix above 1: roughly 18%
  • Area grow syn2layout: 38.91%
  • Cell area after layout: 2108 sq um

Worst hold path
  • Worst Hold Class: flip-flop to flip-flop
  • Hold_sp: rx_data_r[3]

Route
  • Avg Vias per Cell: 3.895
  • 1st-iter DRT viols: 24
  • Number of diodes: 0
  • Initial DRT Pass Iterations: 4
  • DRC violations left: 0
  • Final ANT Viol Nets: 0
  • Routed vias: 1184
  • Routed WL: between 3 and 4 mm
  • Routed len/inst: around 10 um

Clock tree
  • Hold-fix buffers, CTS: 0
  • CTS sink count: 31
  • Clock slew at reported path FFs: 0.07 ns
  • CTS tree: yes
==> critical path, delay by kind of cell, from the launching register on <==
family / cells / cell delay, ns
simple gates: 2 / 0.53
flops: 1 / 0.31
fa+ha+maj: 1 / 0.19
buf+inv: 2 / 0.23
compound gates: 2 / 0.24
==> layout make-up <==
| cell class | count | area [sq um] |
|---|---|---|
| clock buffers | 8 | 90.09 |
| clock inverters | 4 | 15.01 |
| fillers | 858 | 6026 |
| inverters | 14 | 53.80 |
| multi-input cells | 107 | 765.7 |
| flip-flops and latches | 31 | 723.2 |
| well taps | 105 | 131.4 |
| repair buffers | 35 | 329.1 |
==> cells by family (layout without fill, tap and decap cells) <==
family	count (synthesis)	in the layout	share of synthesized area [%]
adders and majority gates	10	10	8.244
DFF	31	31	47.49
and+or+nand+nor	52	52	16.41
buffers and inverters	20	61	5.358
AOI/OAI and AO/OA	27	27	10.72
muxes	16	16	10.63
xor gates and xnor gates	2	2	1.154
==> per-layer routing <==
layer	routed length [um]	track usage [%]	up-vias
met3	182	1.916	2
met1	1624	6.991	534
met2	1348	7.351	22
met4	15	0.5208	0
li1	-	-	626
met5	0	0	-
==> report_power, final <==
group          switching [uW]  internal [uW]  leakage [uW]
clock                     128            177     0.0000668
combinational             129            163      0.000485
sequential               18.4            436      0.000267
==> final timing paths <==
kind / endpoint / depth (start not counted)
worst max-delay path: cont_tx[2] / 7
worst min-delay path: rx_data_r[4] / 2
worst max register to register: cont_tx[2] / 7
worst min register to register: rx_data_r[4] / 2
max in group clk1: cont_sclk[2] / 5
min in group clk0: miso_r / 2
==> flip-flops by register name, summed over array words and instances, names as in the netlist <==
register   flops
cont_tx        4
rx_done_r      1
cont_sclk      4
tx_data_r      8
rx_data_r      8
cont           4
miso_r         1
tx_done_r      1
==> layout by cell type (no fill, tap or decap), drive strengths merged, types with 2 or more instances in the layout <==
cell type | netlist | final
mux2i | 15 | 15
edfxtp | 10 | 10
inv | 13 | 17
o21ai | 3 | 3
clkbuf | 1 | 8
nor3b | 2 | 2
nor2b | 3 | 3
a22oi | 2 | 2
and3 | 2 | 2
dfxtp | 21 | 21
nor2 | 11 | 11
nor3 | 2 | 2
ha | 10 | 10
buf | 4 | 13
xnor2 | 2 | 2
nand2 | 21 | 21
clkdlybuf4s50 | 0 | 22
a21oi | 15 | 15
o21a | 2 | 2
nand3 | 5 | 5
==> per-stage QoR <==
stage          hold slack (ns)  worst slack (ns)  instances  power (uW)  util [%]
4_1_cts                 0.4731          -0.03956        303        1061     25.73
3_5_place_dp            0.4535         0.0006100        291       726.0     23.75
5_1_grt                 0.4931          -0.06523        304        1123     25.92
3_3_place_gp            0.4597           0.02312        291       724.4     23.75
6_report                0.4693           0.03329        304        1052     25.92
2_1_floorplan           0.4215          0.005968        158       626.7         -
==> what timing repair did <==
item	4_1_cts	5_1_grt
pin swaps	7	5
setup buffers	1	1
gates resized	9	3
setup endpoints to repair	8	10
No activity file was given, so power comes from the tool's default toggle rates.
